## flow/constraint.sdc

```tcl
current_design Calculator

set clk_period 1.3
set clk_io_pct 0.2

create_clock -name clk0 -period $clk_period

set non_clock_inputs [all_inputs -no_clocks]
set_input_delay [expr $clk_period * $clk_io_pct] -clock clk0 $non_clock_inputs
set_output_delay [expr $clk_period * $clk_io_pct] -clock clk0 [all_outputs]
```

## flow/design.v

```verilog
module BCD_ADD_SUB(input oper, input [7:0] word1, input[15:0] word2 , output [15:0] result);
wire [14:0] buffer;
wire [2:0] carry;
assign buffer[4:0] = oper ? {1'b0, word2[3:0]} - {1'b0, word1[3:0]} : {1'b0, word2[3:0]} + {1'b0, word1[3:0]};
assign carry[0] = buffer[4:0] > 5'b1001;
assign buffer[9:5] = oper ? {1'b0, word2[7:4]} - {1'b0, word1[7:4]} - {4'b0, carry[0]} : {1'b0, word2[7:4]} + {1'b0, word1[7:4]} + {4'b0, carry[0]};
assign carry[1] = buffer[9:5] > 5'b1001;
assign buffer[14:10] =  oper ? {1'b0, word2[11:8]} - {4'b0, carry[1]} : {1'b0, word2[11:8]} + {4'b0, carry[1]};
assign carry[2] = buffer[14:10] > 5'b1001; 
assign result[3:0] = carry[0] ? (oper ? buffer[4:0] + 5'b1010 : buffer[4:0] - 5'b1010) : buffer[4:0];
assign result[7:4] = carry[1] ? (oper ? buffer[9:5] + 5'b1010 : buffer[9:5] - 5'b1010) : buffer[9:5];
assign result[11:8] = carry[2] ? (oper ? buffer[14:10] + 5'b1010 : buffer[14:10] - 5'b1010) : buffer[14:10];
assign result[15:12] = oper ? word2[15:12] - {3'b0, carry[2]} : word2[15:12] + {3'b0, carry[2]};
endmodule
module BCD_Calc(input rst, input [2:0] oper, input [7:0] in_nums, output [15:0] out_nums);
reg [15:0] memory;
wire [15:0] result;
wire [7:0] in_with_of;
assign in_with_of[3:0] = in_nums[3:0] > 4'b1001 ? 4'b1001 : in_nums[3:0];
assign in_with_of[7:4] = in_nums[7:4] > 4'b1001 ? 4'b1001 : in_nums[7:4];
BCD_ADD_SUB as1(.oper(oper[0]), .word1(in_with_of), .word2(memory), .result(result));
always @(posedge oper[1] or posedge rst)
begin
	if (rst) memory <= 15'h0;
	else
	begin
		memory <= result;
	end
end
assign out_nums = memory;
endmodule
module bcd_to_seg(input [3:0] bcd, output [6:0] seg);
	function [6:0] convert(input [3:0] code);
		case(code)
			4'b0000: convert = 7'b1000000;
			4'b0001: convert = 7'b1111001;
			4'b0010: convert = 7'b0100100;
			4'b0011: convert = 7'b0110000;
			4'b0100: convert = 7'b0011001;
			4'b0101: convert = 7'b0010010;
			4'b0110: convert = 7'b0000010;
			4'b0111: convert = 7'b1111000;
			4'b1000: convert = 7'b0000000;
			4'b1001: convert = 7'b0010000;
			default: convert = 7'b1111111;
		endcase
	endfunction
	assign seg = convert(bcd);
endmodule
module Calculator(
	input 		          		CLOCK2_50,
	input 		          		CLOCK3_50,
	input 		          		CLOCK4_50,
	input 		          		CLOCK_50,
	output		     [6:0]		HEX0,
	output		     [6:0]		HEX1,
	output		     [6:0]		HEX2,
	output		     [6:0]		HEX3,
	output		     [6:0]		HEX4,
	output		     [6:0]		HEX5,
	input 		     [3:0]		KEY,
	input 		     [9:0]		SW
);
genvar i;
wire [15:0] bcd_result;
wire [27:0] bcd_result_out;
wire [2:0] oper;
wire rst;
assign oper = {~KEY[2] | ~KEY[1], ~KEY[1]};
assign rst = ~KEY[3];
BCD_Calc bc1(.rst(rst), .oper(oper), .in_nums(SW[7:0]), .out_nums(bcd_result));
generate
	for (i = 0; i < 4; i = i + 1) begin : OUTPUT_GENERATION
		bcd_to_seg bts(.bcd(bcd_result[i*4 +:4]), .seg(bcd_result_out[i*7 +: 7]));
	end
endgenerate
bcd_to_seg input_0(.bcd(SW[3:0]), .seg(HEX0));
bcd_to_seg input_1(.bcd(SW[7:4]), .seg(HEX1));
assign HEX5 = bcd_result_out[27:21];
assign HEX4 = bcd_result_out[20:14];
assign HEX3 = bcd_result_out[13:7];
assign HEX2 = bcd_result_out[6:0];
endmodule
```

## flow/run.sh

```bash
#!/bin/bash
# OpenROAD 26Q1-2900-gdf79404cd8, Yosys 0.63+post, stock flow scripts
make -C /OpenROAD-flow-scripts/flow DESIGN_CONFIG=/design/flow/config.mk WORK_HOME=/design/flow/orfs finish
```

## flow/config.mk

```make
export PLATFORM = sky130hd
export DESIGN_NAME = Calculator
export DESIGN_NICKNAME = Calculator
export VERILOG_FILES = /design/flow/design.v
export SDC_FILE = /design/flow/constraint.sdc
export NUM_CORES = 4
export LEC_CHECK = 1
export CORE_UTILIZATION = 50
```

==> results.tsv <==
stage	metric	value	unit
die	die_height	78.2	µm
placement	dpl.cell_count	523	
drt	viasPerCell	5.37	
die	die_w	78.2	µm
final_timing	maxSlewHeadroom	0.522	
final_timing	fin_crit_sh	1.04	
synthesis	synth.distinct_cells	54	
final_timing	period_minus_slack	1.35	ns
layout	drive_above_1_share	0.221	
critical_path	startpoint	SW[5]	
final_timing	rsz0062_at_grt	true	
power	power_density	410	nW/µm²
critical_path	critical-path-top-delay-family	simple AND/OR/NAND/NOR gates	
critical_path	worstPathRequired	1.04	ns
grt	grt_pass1_wl	11000	µm
placement	place.gp.congestion	0.861	
run	drv_cap	0	
layout	syn2layout_area_growth	35.9	%
final_timing	max_freq	743	MHz
critical_path	crit_arrival	1.09	ns
worst_hold_path	hold_start	SW[2]	
grt	grtUsageTotal	0.218	
critical_path	startpoint_type	primary input	
final_timing	unclocked_pins	16	
drt	n_antenna_cell	0	
layout	largest_reg_flops	16	
synthesis	ys_seq_frac	0.138	
final_timing	untimed_endpoints	44	
drt	drt_pass1_iterations	4	
synthesis	yosysWarningCount	2	
layout	layoutNonFillerInstCount	534	
synthesis	synthesis.area	2900	µm²
drt	post-route-drc-count	0	
final_timing	worst_pin_slew	0.714	ns
die	initCoreUtil	0.524	
synthesis	ys.flop_type	dfrtp_1	
synthesis	synth_cells	394	
placement	port_buffers	53	
synthesis	edf_count	0	
power	finalPower	1.62	mW
drt	drt-total-wl	6410	µm
status	outcome	complete, but fails checks	
synthesis	yosys_cells	394	
grt	grt_max_degree	27	
drt	num_vias	2869	
synthesis	numSynthFlops	16	
grt	grt_pass1_vias	2459	
critical_path	cpMaxStageDelayCell	or2_4	
synthesis	syn_area_per_cell	7.36	µm²
drt	drt_iter0_markers	57	
layout	reg_top3	bc1.memory (16)	
final_timing	setup_viol	3	
critical_path	crit_buf_inv	3	
die	die_area	6110	µm²
critical_path	crit_path_end_kind	output port	
run	openroad.warnings	68	
final_timing	final.setup.worst_slack	-0.0460	ns
die	coreArea	5540	µm²
final_timing	slew_viol_final	0	
final_timing	hold_viol	0	
die	rows	27	
drt	avgRoutedWirePerCell	12.0	µm
critical_path	crit_chain	buf_8 > inv_8 > ha_4 > or2_4 > a21oi_4 > nor2_1 > clkbuf_2	
synthesis	synth-async-reset-ratio	1.00	
critical_path	max_stage_delay	0.23	ns
critical_path	criticalPathCategory	primary input to output port	
power	p_leak	1.80	nW
grt	grt.overflow.total	0	
grt	antenna_found_initial	0	
die	io_pins	60	
synthesis	yosys-stat-area	2900	µm²
power	peakVddDrop	287	µV
drt	ant_nets	0	
placement	dp_hpwl	4670	µm
critical_path	cp_max_fo	3	
worst_hold_path	worstHoldPathType	primary input to output port	
status	violations	setup timing	
layout	largest_register	bc1.memory	
-- power by group --
| part | internal [mW] | switching, mW | total (mW) |
|---|---|---|---|
| sequential | 0.0479 | 0.0320 | 0.0798 |
| combinational | 0.760 | 0.775 | 1.54 |
| clock | 0 | 0 | 0 |
-- synthesized netlist by cell type, types with 4 or more instances --
cell type / instances / share of area
nand2_1: 40 / 0.052
xor2_1: 11 / 0.033
nand4_1: 4 / 0.0086
xnor2_1: 8 / 0.024
o21ai_0: 33 / 0.057
a21oi_1: 39 / 0.067
nand3_1: 10 / 0.017
nor3_1: 7 / 0.012
inv_1: 41 / 0.053
ha_1: 46 / 0.20
or2_2: 7 / 0.015
dfrtp_1: 16 / 0.14
a31oi_1: 6 / 0.013
clkbuf_1: 15 / 0.019
nor2_1: 40 / 0.052
nor2b_1: 4 / 0.0086
nand2b_1: 10 / 0.022
fa_1: 8 / 0.055
-- metrics by stage --
stage / cell area (µm²) / hold slack [ns] / setup slack (ns) / TNS, ns / utilization
after floorplan: 2900 / 0.558 / 0.0583 / 0 / -
after global placement: 3610 / 1.62 / -0.861 / -11.03 / 0.652
after detailed placement: 3610 / 1.59 / -0.869 / -11.09 / 0.652
after CTS: 3880 / 0.875 / -0.142 / -0.465 / 0.700
after global routing: 3940 / 0.897 / -0.0748 / -0.190 / 0.712
final: 3940 / 0.867 / -0.0460 / -0.0914 / 0.712
-- tightest hold or removal path, cell delays in order --
cell and delay (ns):
buf_6 0.15, nand2_4 0.07, nand2_2 0.05, buf_2 0.07
-- cell type report --
| cell class | count | area [µm²] |
|---|---|---|
| inverters | 42 | 185 |
| multi-input cells | 320 | 2490 |
| fillers | 434 | 1600 |
| flip-flops and latches | 16 | 400 |
| well taps | 72 | 90.1 |
| repair buffers | 84 | 772 |
-- cell usage in the layout, fill, tap and decap left out, types with 11 or more instances in the layout --
cell type,count
clkdlybuf4s50_1,31
ha_1,38
dfrtp_1,16
o21ai_0,26
nand2_1,35
inv_1,35
nor2_1,37
buf_6,13
xor2_1,11
buf_4,20
a21oi_1,33
-- per-layer routing --
layer  global-route usage  vias to the layer above  wire [µm]
met5                    0                        -          0
met2                0.347                       54       2940
met3               0.0177                        0        209
met4              0.00370                        0          0
met1                0.349                     1324       3260
li1                     -                     1491          -
-- logic make-up (layout without fill, tap and decap cells) --
group,Yosys count,after routing,synth area share
buffers and inverters,58,126,0.0755
adders and majority gates,54,54,0.254
DFF,16,16,0.138
muxes,9,9,0.0427
xor gates and xnor gates,19,19,0.0574
AOI/OAI and AO/OA,100,100,0.206
and+or+nand+nor,138,138,0.227
-- path summary, 6_finish.rpt --
check                 slack [ns]  endpoint  cells after the start
worst max-delay path       -0.05   HEX1[0]                      7
worst min-delay path        0.87   HEX0[1]                      4
-- what timing repair did --
action                                  4_1_cts  5_1_grt
hold buffers                                  0        0
buffers inserted                             10        1
endpoints found under the setup margin       14       13
gates resized                               140       27
pin swaps                                    22       22
No activity file was given, so power comes from the tool's default toggle rates.
