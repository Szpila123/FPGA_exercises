==> design.v <==
module ram_single(
output reg [7:0] q,
input [9:0] a,
input [7:0] d,
input we, clk
);
reg [7:0] mem [1024:0];
always @(posedge clk) begin
if (we) mem[a] <= d;
q <= mem[a];
end
endmodule
module address_interface(input [9:0] in_addr, input[2:0] oper, input clk,  output [9:0] out_addr);
reg [9:0] address = 10'b0;
reg written;
always @(posedge clk)
begin
	if (oper[0] & ~written) address <= address + 10'b1;
	else if (oper[1] & ~written) address <= address - 10'b1;
	else if (oper[2] & ~written) address <= in_addr;
	else address <= address;
	written <= |oper ;
end
assign out_addr = address;
endmodule
module hex_to_seg(input [3:0] hex, output [6:0] seg);
	function [6:0] convert(input [3:0] code);
		case(code)
			4'h0: convert = 7'b1000000;
			4'h1: convert = 7'b1111001;
			4'h2: convert = 7'b0100100;
			4'h3: convert = 7'b0110000;
			4'h4: convert = 7'b0011001;
			4'h5: convert = 7'b0010010;
			4'h6: convert = 7'b0000010;
			4'h7: convert = 7'b1111000;
			4'h8: convert = 7'b0000000;
			4'h9: convert = 7'b0010000;
			4'ha: convert = 7'b0001000;
			4'hb: convert = 7'b0000011;
			4'hc: convert = 7'b1000110;
			4'hd: convert = 7'b0100001;
			4'he: convert = 7'b0000110;
			4'hf: convert = 7'b0001110;
		endcase
	endfunction
	assign seg = convert(hex);
endmodule
module Memory(
	input 		          		CLOCK2_50,
	input 		          		CLOCK3_50,
	input 		          		CLOCK4_50,
	input 		          		CLOCK_50,
	output		     [6:0]		HEX0,
	output		     [6:0]		HEX1,
	output		     [6:0]		HEX2,
	output		     [6:0]		HEX3,
	output		     [6:0]		HEX4,
	output		     [6:0]		HEX5,
	input 		     [3:0]		KEY,
	output		     [9:0]		LEDR,
	input 		     [9:0]		SW
);
wire [9:0] addr_out;
wire [7:0] data_out;
wire [2:0] oper;
reg block_write;
assign LEDR[7:0] = data_out;
assign LEDR[9] = addr_out[9];
assign LEDR[8] = addr_out[8];
assign oper = ~KEY[2:0];
always @(posedge CLOCK_50)
begin 
	block_write <= ~KEY[3] ? 1'b1 : 1'b0;
end
address_interface i1(.in_addr(SW[9:0]), .oper(oper), .clk(CLOCK_50), .out_addr(addr_out));
ram_single rs1(.q(data_out), .a(addr_out), .d(SW[7:0]), .we(~KEY[3] & ~block_write), .clk(CLOCK_50));
hex_to_seg addr_low(.hex(addr_out[3:0]), .seg(HEX0));
hex_to_seg addr_high(.hex(addr_out[7:4]), .seg(HEX1));
hex_to_seg data_low(.hex(data_out[3:0]), .seg(HEX2));
hex_to_seg data_high(.hex(data_out[7:4]), .seg(HEX3));
hex_to_seg sw_low(.hex(SW[3:0]), .seg(HEX4));
hex_to_seg sw_high(.hex(SW[7:4]), .seg(HEX5));
endmodule
==> run.sh <==
#!/bin/bash
# OpenROAD 26Q1-2900-gdf79404cd8, Yosys 0.63+post, stock flow scripts
make -C /OpenROAD-flow-scripts/flow DESIGN_CONFIG=/design/flow/config.mk WORK_HOME=/design/flow/orfs finish
==> config.mk <==
export PLATFORM = sky130hd
export DESIGN_NAME = Memory
export DESIGN_NICKNAME = Memory
export VERILOG_FILES = /design/flow/design.v
export SDC_FILE = /design/flow/constraint.sdc
export NUM_CORES = 4
export LEC_CHECK = 1
export CORE_UTILIZATION = 40
export SYNTH_MEMORY_MAX_BITS = 65536
==> constraint.sdc <==
current_design Memory

set clk_period 423.7
set clk_io_pct 0.2

create_clock -name clk0 -period $clk_period [get_ports {CLOCK_50}]

set non_clock_inputs [all_inputs -no_clocks]
set_input_delay [expr $clk_period * $clk_io_pct] -clock clk0 $non_clock_inputs
set_output_delay [expr $clk_period * $clk_io_pct] -clock clk0 [all_outputs]
==> run summary <==
This note records the results obtained with Yosys and OpenROAD.

Outcome
The run finished with clean final reports.

Timing
The worst-case headroom to the max-slew limit is 0.120. The number of max-slew violations in the final report is 0. The shortest clock period the worst path allows after layout is 171940 ps. Dividing the final minimum period by the clock period gives 0.406. The final hold violation count is 0. The worst-case clock skew is 70.1 ps.

The number of setup violations in the final report is 0. The slew at the pin closest to its max-slew limit is 1320 ps. The highest clock rate this design can be run at is 0.00582 GHz. Setup repair after global routing left no endpoint under its margin. The final setup TNS is 0 ps.

Die
For this design the top-level I/O count stands at 70. The die is 893 um wide. The initial core utilization is 0.402. The floorplan step defined a die boundary enclosing 798000 sq um. The floorplan step defined a core boundary enclosing 790000 sq um. The die boundary height is 893 um. The row count is 326.

Detailed routing
Using the TritonRoute via totals, the vias-per-cell ratio works out to 5.65. The iteration tally of the first detailed-router pass is 8. TritonRoute reported its final design rule violation total as 0. Across all layers, the routed design uses 167000 vias. The routed length per placed instance is 30.8 um.

The violation tally recorded at the end of detailed-routing iteration 0 is 11700. Per the detailed-route log, wirelength across all metal layers totals 909000 um. The number of routed nets with antenna violations is 0.

Clocking
The root buffer cell is sky130_fd_sc_hd__clkbuf_16. The H-tree was split into 6 levels. Clock tree synthesis found a total of 8212 sinks. The TritonCTS clock tree is yes. For this design, the CTS-stage hold fixing added 0 buffers. The skew report gives the latency at the later pin of the worst-skew pair as 1180 ps.

After clock tree synthesis, the repair step resized 0 gates. The maximum buffer depth of the clock tree is 4. Buffers inserted during clock tree synthesis total 821. The clock-pin transition on the worst setup and hold timing paths is 70 ps.

The number of buffers added for setup after CTS is 0.

GRT
The number of antenna violations at the first check in global routing was 65. The maximum number of pins on one net before global-route repair is 120. Per the GRT congestion report, total overflow comes to 0. The first global-routing pass estimated 1270000 um of wire. The overall fraction of global-route tracks in use is 0.245. The via count of the first global-routing pass came to 173000.

Worst setup path
The sort of element at the start of the critical path is an input pin. The kind of critical path is in -> out. The maximum net fanout on the critical path is 89. The cell occurring most often along the worst timing path is sky130_fd_sc_hd__inv_1. The reg-to-reg startpoint is i1.address[1]. The critical path capture point type is an output port. The logic depth of the worst register-to-register path is 17.

The timing report gives the biggest stage delay along the critical path as 460 ps. The timing report shows that the slowest cell on the worst path is sky130_fd_sc_hd__mux4_2. The report lists the cells along the critical path as buf_8 -> buf_12 -> inv_1 -> ha_1 -> inv_1 -> mux4_2 -> clkdlybuf4s50_1.

The startpoint of the most critical setup path is SW[0]. The required time at the worst-slack endpoint is 338960 ps. STA puts the critical path data arrival time at 87200 ps.

Synth
The synthesis run shows the most used standard cells to be sky130_fd_sc_hd__edfxtp_1, sky130_fd_sc_hd__mux2i_1, sky130_fd_sc_hd__o22ai_1. For this design, Yosys synthesis ends with a cell count of 17900. The most frequently used library cell after synthesis is sky130_fd_sc_hd__edfxtp_1. The share of synthesized registers carrying an async set or reset is 0. The number of flops mapped to enable cells by yosys is 8202. Looking at area per cell type in the netlist, the leader is sky130_fd_sc_hd__edfxtp_1. For this run, the register share of the synthesized area comes to 0.776. The number of synthesized register bits is 8212.

Yosys attributes the largest share of cell area to sky130_fd_sc_hd__edfxtp_1, sky130_fd_sc_hd__mux2i_1, sky130_fd_sc_hd__o22ai_1. The warning tally printed by Yosys for this design is 4. The synthesized netlist occupies a cell area of 318000 sq um.

After synthesis, the netlist uses 63 different library cells. The synthesized instance count is 17900. Looking at the cell usage after synthesis, the top flip-flop cell is sky130_fd_sc_hd__edfxtp_1. In the synthesis report, Yosys lists the chip area as 318000 sq um. The area fraction of the largest cell type after synthesis is 0.776.

In this run the mean area of a mapped cell was 17.8 sq um.

Run
The report counts max-capacitance violations totalling 0. The stage-log warning count is 78.

Layout
Compared with the post-synthesis result, the final layout area differs by 12.4%. The share of post-route cells with drive strength above 1 is 0.0939.

Min path
The class of the tightest hold or removal check is reg -> reg. The number of cells on the worst hold path is listed as 1. The start point of the worst min-delay path is i1.address[8].

Placed design
RePlAce ended its routability-driven mode at a weighted congestion of 0.927. In the placement report, post-DP HPWL is listed as 564000 um. Input and output buffers added on the ports amount to 66.

Power
Overall power consumption after layout is estimated at 1.62 mW. The power density relative to cell area is 4.55 nW/um^2. In this run the static leakage power is 120 nW. The worst IR drop on VDD is 0.00451 mV.
==> per-layer routing <==
| metal | vias up | part of all wire | global-route usage |
|---|---|---|---|
| li1 | 73000 | - | - |
| met1 | 83200 | 0.33 | 0.295 |
| met2 | 8799 | 0.45 | 0.344 |
| met3 | 1665 | 0.18 | 0.188 |
| met4 | 151 | 0.044 | 0.0887 |
| met5 | - | 0.0025 | 0.0180 |
==> cell families after synthesis <==
| logic type | count (synthesis) | share of synthesized area |
|---|---|---|
| AND/OR/NAND/NOR | 2004 | 0.0290 |
| flip-flops | 8212 | 0.776 |
| multiplexers | 4117 | 0.130 |
| buffers and inverters | 1193 | 0.0173 |
| AND-OR/OR-AND | 2319 | 0.0460 |
| adder cells (fa/ha/maj) | 36 | 0.00142 |
| XOR/XNOR | 8 | 0.000221 |
==> flip-flops by register name, indices dropped and copies added (netlist names) <==
register	cells
rs1.mem	8192
block_write	1
i1.written	1
rs1.q	8
i1.address	10
==> final timing paths <==
kind                                       to  slack [ps]
worst max-delay path                  HEX4[3]      251760
worst min-delay path            i1.address[8]         660
worst max register to register       rs1.q[3]      414370
worst min register to register  i1.address[8]         660
==> through the flow <==
stage / hold slack [ps] / cells / worst slack, ps / cell area, sq um / util
after global routing: 673 / 29500 / 251630 / 357000 / 0.452
final: 658 / 29600 / 251760 / 357000 / 0.452
after detailed placement: 638 / 27900 / 251740 / 332000 / 0.420
after floorplan: 731 / 17900 / 253390 / 318000 / -
after global placement: 652 / 27900 / 251740 / 332000 / 0.420
after CTS: 645 / 29400 / 251730 / 357000 / 0.452
==> worst max-delay path, delay by kind of cell <==
kind | cells | cell delay (ps)
adders and majority gates | 1 | 330
muxes | 1 | 460
buffers and inverters | 5 | 1480
==> cell type report <==
| cell class | instances | area (sq um) |
|---|---|---|
| Clock buffer | 1046 | 21500 |
| Antenna cell | 160 | 400 |
| Sequential cell | 8212 | 246000 |
| Tap cell | 10500 | 13100 |
| Fill cell | 66300 | 433000 |
| Multi-Input combinational cell | 8484 | 66100 |
| Timing Repair Buffer | 693 | 5810 |
| Clock inverter | 445 | 3420 |
| Inverter | 22 | 83.8 |
==> placed cells by master, fill, tap and decap left out, types with 18 or more instances in the layout <==
cell type                         netlist  final
sky130_fd_sc_hd__o21ai_0               27     27
sky130_fd_sc_hd__o22ai_1             2057   2057
sky130_fd_sc_hd__edfxtp_1            8202   8202
sky130_fd_sc_hd__a22oi_1               37     37
sky130_fd_sc_hd__clkinv_2               0    131
sky130_fd_sc_hd__clkinv_1               1    223
sky130_fd_sc_hd__buf_12                 0     32
sky130_fd_sc_hd__nand3_1               86     86
sky130_fd_sc_hd__a31oi_1               18     18
sky130_fd_sc_hd__clkdlybuf4s50_1        0     58
sky130_fd_sc_hd__buf_4                 32    595
sky130_fd_sc_hd__inv_1                 20     18
sky130_fd_sc_hd__inv_6                  0     18
sky130_fd_sc_hd__clkbuf_1             362    219
sky130_fd_sc_hd__mux2i_1             4112   4112
sky130_fd_sc_hd__nand2_4                0     32
sky130_fd_sc_hd__a21oi_1               96     96
sky130_fd_sc_hd__nand2_1              242    209
sky130_fd_sc_hd__ha_1                  36     36
sky130_fd_sc_hd__bufinv_16              0     32
sky130_fd_sc_hd__nor2_1              1088   1078
sky130_fd_sc_hd__diode_2                0    160
sky130_fd_sc_hd__clkbuf_16              0    827
sky130_fd_sc_hd__nor4_1               498    491
==> power breakdown <==
part	switching [mW]	internal, mW	total, mW
Clock	0.302	0.378	0.680
Combinational	0.0376	0.0130	0.0507
Sequential	0.000261	0.894	0.894
Power figures rest on the tool's default switching activity, not on a simulated workload.
