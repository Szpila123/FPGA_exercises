==> design/flow/design.v <==
module rem_3(input [4:0] num, output [4:0] result);
    assign result = num < 5'h03 ? num     :
                    num < 5'h06 ? num - 3 :
                    num < 5'h09 ? num - 6 :
                    num - 9;
endmodule
module div_3(input [length*4:0] num, output divisable);
    parameter length = 2;
    genvar i;
    wire [4:0] segment[length:0];
    rem_3 r1(.num(num[3:0]), .result(segment[0]));
    for (i = 1; i < length ; i = i + 1) begin
       rem_3 r(.num(num[i*4+3:i*4] + segment[i-1]), .result(segment[i])) ;
    end
    assign divisable = (segment[length-1] == 0);
endmodule
==> design/flow/run.sh <==
#!/bin/bash
# OpenROAD 26Q1-2900-gdf79404cd8, Yosys 0.63+post, stock flow scripts
make -C /OpenROAD-flow-scripts/flow DESIGN_CONFIG=/design/flow/config.mk WORK_HOME=/design/flow/orfs finish
==> design/flow/config.mk <==
export PLATFORM = sky130hd
export DESIGN_NAME = div_3
export DESIGN_NICKNAME = div_3
export VERILOG_FILES = /design/flow/design.v
export SDC_FILE = /design/flow/constraint.sdc
export NUM_CORES = 4
export LEC_CHECK = 1
export CORE_AREA = 10 10 70 70
export DIE_AREA = 0 0 80 80
==> design/flow/constraint.sdc <==
current_design div_3

set clk_period 5.4
set clk_io_pct 0.2

create_clock -name clk0 -period $clk_period

set non_clock_inputs [all_inputs -no_clocks]
set_input_delay [expr $clk_period * $clk_io_pct] -clock clk0 $non_clock_inputs
set_output_delay [expr $clk_period * $clk_io_pct] -clock clk0 [all_outputs]
==> summary.txt <==
Total GRT Usage: 6.05%
DR vias/cell: 4.40
Area leader, netlist: ha_1
RSZ-0062 raised after global routing: true
Worst-margin pin slew: 432 ps
Finished Layout Cells: 180
PD cells: 216 nW/um2
Worst Setup Start Kind: primary input
LEAKAGE: 0.591 nW
Max incr delay on CP: 390 ps
Die Span Y: 80 um
Synthesized area: 723 um2
Max VDD drop: 154 uV
Placed cell area: 1090 um2
Crit-path leading delay family: AND-OR/OR-AND gates
Setup crit start: num[2]
Final WS setup: 71.4 ps
First-pass GRT wire length: 3.42 mm
Setup_tns: 0 ps
Reported max-cap violation count: 0
# fillers: 333
Multi-input logic area: 822 um2
Initial antenna violation count: 0
Outcome: complete, no violations
Tool warnings: 42
Post-layout minimum cycle time: 5330 ps
Vias in the first global route: 816
Fmax: 188 MHz
Die x size: 80 um
Post-Syn Area per Cell: 7.78 um2
Io pins: 10
Antenna Nets Post-Route: 0
Setup WS pre-CTS: -866 ps
# DRC: 0
Gr ovfl total: 0
Largest net degree at the start of global routing: 8
Crit-path cells: buf_8, inv_6, buf_6, ha_4, a211o_1, a21oi_2, xnor2_1, ha_2, fa_2, xor2_4, inv_2, ha_4, a21boi_4, and2_1, o211a_1, a2111o_1, o31ai_2, buf_2
Cell area leaders: ha_1 29%, xnor2_1 4.8%, a21oi_1 4.2%
Setup violators final: 0
Final Hold Fails: 0
Chip area: 6400 um2
Rel. slew slack: 71.0%
Cell mode on critical path: ha_4
Layout area overhead: 78.5%
Critical path buffers and inverters: 5
Row count: 21
Hold_buf cts: 0
Routed WL per cell: 10.5 um
Synth top cell by count: ha_1
Via count: 792
WP data required: 4320 ps
Unique masters post-synth: 39
Port Buffers: 9
Final Cycle Share: 98.7%
Placed insts: 175
Reg area: 0 um2
Hold_ws: 2960 ps
Layout cells sized above 1: 48.5%
Hold_sp: num[2]
Core area: 3420 um2
Yosys stat cell total: 93
# diodes: 0
Clock buf count: 0
Commonest cells post-synth: 17 x ha_1, 8 x inv_1, 8 x nand2_1, 7 x nor2_1, 6 x a21oi_1
Design Area, Final: 1290 um2
Seq Cell Count: 0
Worst-path maximum fanout: 3
FP Util: 21.2%
Ys Warns: 1
Worst EP arrival: 4250 ps
Top-area cell share: 29.4%
HP Class: in2out
Initial DRC count: 17
Pre-antenna DRT Iters: 4
Yosys Chip Area: 723 um2
Worst path slowest cell: fa_2
Synth Seq Share: 0%
Cells after synthesis: 93
Gpl congestion: 0.862
Final HPWL DP: 1.49 mm
Crit Path Category: in2out
Crit end category: primary output
Slew Limit Fails: 0
Hold Crit Depth: 8
Min-Delay Endpoint: divisable
Routed Wire Length: 1.89 mm
-- how the worst max path moves through the flow --
stage	slack, ps	endpoint	depth (start not counted)
after CTS	10	divisable	17
after global routing	-80	divisable	18
final	70	divisable	18
-- layer usage --
| layer | track usage, % | vias up | part of all wire, % |
|---|---|---|---|
| met4 | 0 | 0 | 0 |
| met1 | 8.39 | 361 | 52 |
| li1 | - | 422 | - |
| met3 | 0.682 | 0 | 2.9 |
| met5 | 0 | - | 0 |
| met2 | 10.4 | 9 | 45 |
-- cells in the final DEF, fill, tap and decap left out, types with 2 or more instances in the layout --
| master | n |
|---|---|
| o21ai_1 | 2 |
| a21oi_1 | 3 |
| clkdlybuf4s50_1 | 4 |
| o21a_1 | 2 |
| a21oi_2 | 3 |
| buf_8 | 2 |
| xnor2_1 | 4 |
| a211o_1 | 2 |
| ha_4 | 7 |
| inv_1 | 4 |
| ha_1 | 7 |
| ha_2 | 3 |
| nor2_1 | 7 |
| mux2i_1 | 3 |
| nor3_1 | 2 |
| buf_4 | 30 |
| buf_6 | 5 |
| a21o_1 | 2 |
| nand2_1 | 8 |
| inv_2 | 3 |
-- metrics by stage --
stage          power, W  util [%]
2_1_floorplan  0.000137         -
3_5_place_dp   0.000241      31.8
5_1_grt        0.000311      37.8
3_3_place_gp   0.000238      31.8
4_1_cts        0.000257      34.8
6_report       0.000279      37.8
-- repair_timing --
item | in CTS | in global routing
buffers inserted | 4 | 1
pin swaps | 16 | 14
resized | 35 | 22
setup endpoints to repair | 1 | 1
-- power by group --
| group | leakage (nW) | switching [W] | internal (W) |
|---|---|---|---|
| registers | 0 | 0 | 0 |
| logic | 0.591 | 0.000121 | 0.000158 |
| clock network | 0 | 0 | 0 |
-- cell families (layout without fill, tap and decap cells) --
group	after synthesis	in the layout	synth area share (%)
AND/OR/NAND/NOR	26	26	18.3
AND-OR/OR-AND	28	28	28.9
multiplexers	3	3	4.15
XOR/XNOR	6	6	10.2
buffers and inverters	12	53	6.23
adder cells (fa/ha/maj)	18	18	32.2
-- cell type report --
class | count | area share [%]
Multi-Input combinational cell | 81 | 63.7
Timing Repair Buffer | 44 | 28.7
Tap cell | 46 | 4.46
Inverter | 9 | 3.20
Power is estimated from default activity; no workload was simulated.
